==> design.v <==
module TRIGGER_GEN
    (input  wire        i_clk
    ,input  wire        i_rst_n
    ,input  wire        i_ena
    ,input  wire        i_prm_we
    ,input  wire[31:0]  i_prmeter
    ,output reg[27:0]   o_CULUMN_PATTERN
    ,output reg         o_TOGGLE_SYNC
    ,output reg         o_HEAD_FLAG
    );
reg         prm_mode;
reg[23:0]   prm_count;
reg         prm_update;
reg         ena;
wire        ena_rise;
reg[23:0]   dev_count;
wire        count_end;
wire        sync_x;
wire        sync_y;
reg[3:0]    seq_count;
wire        seq1_idle   = (seq_count==4'h1) ? 1'b1 : 1'b0;
wire        seq2_toggle = (seq_count==4'h6) ? 1'b1 : 1'b0;
wire        seq3_active = (seq_count==4'hE) ? 1'b1 : 1'b0;
reg[4:0]    row_count;
reg[27:0]   culumn_pattern = 28'hFFF_FFFF;
    always@(posedge i_clk or negedge i_rst_n)begin
        if(!i_rst_n)
            ena <=1'b0;
        else
            ena <=i_ena;
    end
assign ena_rise = i_ena && !ena;
    always@(posedge i_clk or negedge i_rst_n)begin
        if(!i_rst_n)begin
            prm_mode    <= 1'b1; 
            prm_count   <= 24'd1023; 
            prm_update  <= 1'b0;
        end else if(i_prm_we)begin
            prm_mode    <= i_prmeter[31]; 
            prm_count   <= (i_prmeter[23:0] < 24'h0003FF) ? 24'h0003FF : i_prmeter[23:0]; 
            prm_update  <=1'b1;
        end else begin
            prm_update  <=1'b0;
        end
    end
    always@(posedge i_clk or negedge i_rst_n)begin
        if(!i_rst_n)            dev_count   <=24'd0;
        else if(prm_update)     dev_count   <=24'd0;
        else if(!ena)           dev_count   <=24'd0;
        else if(sync_x)         dev_count   <=24'd0;
        else                    dev_count   <=dev_count + 24'd1;
    end
assign count_end = (prm_count == dev_count) ? 1'b1 : 1'b0;
assign sync_x      = count_end;
assign sync_y      = (row_count==5'h1F) ? sync_x : 1'b0;
    always@(posedge i_clk or negedge i_rst_n)begin
        if(!i_rst_n)                seq_count   <= 4'hF;
        else if(sync_x)             seq_count   <= 4'd0;
        else if(prm_update)         seq_count   <= 4'd0;
        else if(seq_count==4'hF)    seq_count   <= seq_count;
        else                        seq_count   <= seq_count + 4'd1;
    end
    always@(posedge i_clk or negedge i_rst_n)begin
        if(!i_rst_n)        row_count   <=5'h1F;
        else if(!ena)       row_count   <=5'h1F;
        else if(prm_update) row_count   <=5'h00;
        else if(sync_x)     row_count   <= row_count + 5'd1;
    end
    always@(posedge i_clk or negedge i_rst_n)begin
        if(!i_rst_n)        culumn_pattern  <= 28'hFFF_FFFF;
        else if(!ena)       culumn_pattern  <= (prm_mode==1'b1) ? 28'hFFF_FFFF : 28'h800_0000;   
        else if(prm_update) culumn_pattern  <= (prm_mode==1'b1) ? 28'hFFF_FFFF : 28'h000_0001;   
        else if(sync_y)     culumn_pattern  <= {culumn_pattern[26:0],culumn_pattern[27]};        
    end
    always@(posedge i_clk or negedge i_rst_n)begin
        if(!i_rst_n)        o_CULUMN_PATTERN    <= 28'd0;
        else if(!ena)       o_CULUMN_PATTERN    <= 28'd0;
        else if(seq1_idle)  o_CULUMN_PATTERN    <= 28'd0;
        else if(seq3_active)o_CULUMN_PATTERN    <= culumn_pattern;
        else if(ena_rise)   o_CULUMN_PATTERN    <= culumn_pattern;
    end
    always@(posedge i_clk or negedge i_rst_n)begin
        if(!i_rst_n)            o_TOGGLE_SYNC   <=1'b0;
        else if(seq2_toggle)    o_TOGGLE_SYNC   <=~o_TOGGLE_SYNC;
    end
    always@(posedge i_clk or negedge i_rst_n)begin
        if(!i_rst_n)        o_HEAD_FLAG <=1'b0;
        else if(seq1_idle)  o_HEAD_FLAG <= (row_count==5'd0) ? 1'b1 : 1'b0;
    end
endmodule
==> run.sh <==
#!/bin/bash
# OpenROAD 26Q1-2900-gdf79404cd8, Yosys 0.63+post, stock flow scripts
make -C /OpenROAD-flow-scripts/flow DESIGN_CONFIG=/design/flow/config.mk WORK_HOME=/design/flow/orfs finish
==> config.mk <==
export PLATFORM = sky130hd
export DESIGN_NAME = TRIGGER_GEN
export DESIGN_NICKNAME = TRIGGER_GEN
export VERILOG_FILES = /design/flow/design.v
export SDC_FILE = /design/flow/constraint.sdc
export NUM_CORES = 4
export LEC_CHECK = 1
export CORE_UTILIZATION = 50
==> constraint.sdc <==
current_design TRIGGER_GEN

set clk_period 4.9
set clk_io_pct 0.2

create_clock -name clk0 -period $clk_period [get_ports {i_clk}]

set non_clock_inputs [all_inputs -no_clocks]
set_input_delay [expr $clk_period * $clk_io_pct] -clock clk0 $non_clock_inputs
set_output_delay [expr $clk_period * $clk_io_pct] -clock clk0 [all_outputs]
==> impl_metrics.toml <==
# yosys + openroad results
[status]
outcome = "finished clean"

[sta]
fin_skew_ns = 0.004737
rsz0062_at_grt = "false"
max_slew_margin = 0.2913
setup_violations = 0
fmax_ghz = 0.3687
period_needed_ns = 2.713
setup_tns_ns = 0
slew_violations = 0
worstMarginPinSlew_ns = 1.053
finalCritPeriodShare = 0.5536
hold_viol = 0
whs_ns = 0.4114

[synthesis]
ys_ff = 118
ys_cells = 506
flop_cell = "dfrtp_1"
yosys_warnings = 1
postSynthSeqShare = 0.5458
synth_cell_types = 39
synthesis.area_um2 = 5520
async_reset_ff_frac = 1.000
synthCells = 506
synth.avg_cell_area_um2 = 10.91
ys_area_um2 = 5520
synth-edff-count = 0

[die]
io_pins = 66
die_h_um = 107.1
die_area_um2 = 11470
die_x_um = 107.1
core_um2 = 10510
placementRows = 37
fp-utilization = 0.5253

[global_routing]
grt_pass1_vias = 3835
grt_max_degree = 56
grt_usage = 0.2274
grt_antenna_before_repair = 0
grt_pass1_wl_um = 19620
gr-total-overflow = 0

[routing]
antenna-diode-count = 0
firstDrtPassIters = 4
drtIter0Drc = 110
ant_nets = 0
routed_wl_um = 11720
wl_per_cell_um = 16.43
vias = 4008
via_per_inst = 5.621
drcViolationCount = 0

[clock_tree]
cts_buffers = 17
root_buffer = "clkbuf_8"
clkTransAtPathRegs_ns = 0.06
cts_hold_buffers = 0
cts_setup_buffers = 0
clock_path_buffers = 2
cts_htree_levels = 4
cts.sinks = 118
clock_latency_ns = 0.51
cts_resized = 0
cts_tree = "built"

[power_and_ir_drop]
p_leak_nw = 2.823
p_per_area_nw_per_um2 = 389.6
worst_ir_drop_vdd_uv = 217.2

[final_layout]
stdcell_area_um2 = 6884
final_core_util = 0.6551
syn_to_final_growth_pct = 24.71
drive_gt1_frac = 0.1976

[setup_path]
reg2regPathDepth = 6
worstSetupStartpointType = "flop"
critPathRequiredTime_ns = 5.31
critPathArrivalTime_ns = 3.13
end_kind = "flop"
r2r_end = "row_count[1]"
crit_start = "dev_count[8]"
criticalPathCategory = "flop to flop"
r2r-start = "dev_count[8]"
reg2reg_slack_ns = 2.19
critPathMaxFanout = 19

[flow_run]
maxCapViolCount = 0
warnings = 36

[place]
dpl.hpwl_um = 7582
numPortBuffers = 58
gp_congestion = 0.8460
place_area_um2 = 6221

[hold_path]
min_path_type = "primary input to asynchronous set/reset pin"
state kept, by name, summed over array words and instances (netlist names), 4 cells and up:
register,count
row_count,5
o_CULUMN_PATTERN,28
culumn_pattern,28
dev_count,24
prm_count,24
seq_count,4
Yosys cell counts (all sizes together), types with 9 or more instances:
cell    number  area [um^2]
a21oi       26        130.1
a22o        28        245.2
and3         9        56.30
buf         12        71.32
clkbuf      19        71.32
dfrtp       70         1752
dfstp       48         1261
inv          9        33.78
mux2        15        168.9
nand2       14        52.55
nand2b      29        181.4
nand3       16        80.08
nand4       12        75.07
nor2        36        135.1
nor3        58        290.3
nor4        12        112.6
o22a        10        87.58
xor2        40        350.3
metrics by stage:
step	setup slack (ns)	cells	power (W)
final	2.187	713	0.002682
after global routing	2.029	713	0.002781
after CTS	2.169	713	0.002702
after detailed placement	2.016	681	0.001313
after global placement	2.025	681	0.001309
after floorplan	2.826	506	0.001222
cell usage in the layout, fill, tap and decap left out, drive strengths merged:
| cell type | count |
|---|---|
| ha | 7 |
| nor3 | 58 |
| xor2 | 40 |
| nand4 | 12 |
| clkinv | 1 |
| o211ai | 1 |
| nand2 | 14 |
| clkinvlp | 1 |
| a211oi | 2 |
| mux2 | 15 |
| inv | 9 |
| clkbuf | 24 |
| or3 | 1 |
| bufinv | 6 |
| o311ai | 2 |
| clkdlybuf4s50 | 57 |
| a311oi | 1 |
| buf | 13 |
| nor4 | 12 |
| o21ai | 7 |
| nand2b | 29 |
| dfstp | 48 |
| dfrtp | 70 |
| a21oi | 26 |
| nand3 | 16 |
| nor2b | 4 |
| nor2 | 36 |
| or4 | 1 |
| or4b | 1 |
| and3 | 9 |
| o22a | 10 |
| and4 | 3 |
| xnor2 | 8 |
| a22o | 28 |
| o2111ai | 2 |
| a311o | 1 |
| a2111oi | 2 |
per-layer routing:
| layer | track usage | wire length, um | vias up |
|---|---|---|---|
| met5 | 0 | 0 | - |
| met4 | 0.02642 | 135 | 0 |
| li1 | - | - | 1941 |
| met1 | 0.3810 | 5805 | 1965 |
| met2 | 0.3355 | 5373 | 87 |
| met3 | 0.04464 | 404 | 15 |
area by class of cell:
type                    instances  area, um^2
fillers                       783        3625
flip-flops and latches        118        3013
multi-input cells             348        2336
repair buffers                 70       668.1
clock buffers                  24       470.5
clock inverters                 8       192.7
well taps                     136       170.2
inverters                       9       33.78
cells by family after synthesis:
kind of cell | share of synthesized area
AOI/OAI and AO/OA | 0.1079
xor gates and xnor gates | 0.07616
adders and majority gates | 0.01587
buffers and inverters | 0.03196
DFF | 0.5458
muxes | 0.03060
and+or+nand+nor | 0.1918
report_power, final:
group          internal, W  switching (W)
clock network     0.000969       0.000416
logic            0.0000922      0.0000984
registers          0.00106      0.0000422
how the worst max path moves through the flow:
stage               to  cells after the start
4_1_cts   row_count[4]                      6
5_1_grt   row_count[4]                      6
6_report  row_count[1]                      6
critical path: stages, from the launching register on:
cell and delay [ns]:
dfrtp_1 0.44, xor2_1 0.20, nor4_2 0.46, and4_1 0.61, buf_4 0.34, nand3_1 0.24
o311ai_1 0.32
No activity file was given, so power comes from the tool's default toggle rates.
