==> ./design.v <==
module SPI_RECEIVER_32BIT
  (input	wire      i_clk        
  ,input	wire      i_rst_n      
  ,input	wire      i_SPI_CLK    
  ,input	wire      i_SPI_CS_n   
  ,input	wire      i_SPI_MOSI   
  ,output	reg[31:0] o_data       
  ,output	reg       o_valid      
  );
  reg [2:0]	buf_clk;
  reg [2:0]	buf_ena;
  reg [2:0]	buf_dat;
  reg [31:0]rsv_data;
  wire      clk_rise;
  wire      ena_rise;
  wire      shift	;
  always@(posedge i_clk or negedge i_rst_n)begin
    if(!i_rst_n)begin
        buf_clk	<=3'b111; 
        buf_ena	<=3'b111; 
        buf_dat	<=3'b000;
    end else begin
        buf_clk	<={buf_clk[1:0] , i_SPI_CLK};
        buf_ena	<={buf_ena[1:0] , i_SPI_CS_n};
        buf_dat	<={buf_dat[1:0] , i_SPI_MOSI};
    end
  end
  assign clk_rise=( (buf_clk[2]==1'b0) && (buf_clk[1]==1'b1) ) ? 1'b1 : 1'b0;
  assign ena_rise=( (buf_ena[2]==1'b0) && (buf_ena[1]==1'b1) ) ? 1'b1 : 1'b0;
  assign shift   =( (clk_rise == 1'b1) && (buf_ena[2]==1'b0) ) ? 1'b1 : 1'b0;
  always@(posedge i_clk)begin
    if(shift)
      rsv_data <= {rsv_data[30:0],buf_dat[2]};
  end
  always@(posedge i_clk)begin
    if(!i_rst_n)begin
      o_data	<=32'd0;
      o_valid <=1'b0;
    end else if(ena_rise==1'b1)begin
      o_data	<=rsv_data;
      o_valid <=1'b1;
    end else begin
      o_data	<=o_data;
      o_valid <=1'b0;
    end
  end
endmodule
==> ./run.sh <==
#!/bin/bash
# OpenROAD 26Q1-2900-gdf79404cd8, Yosys 0.63+post, stock flow scripts
make -C /OpenROAD-flow-scripts/flow DESIGN_CONFIG=/design/flow/config.mk WORK_HOME=/design/flow/orfs finish
==> ./config.mk <==
export PLATFORM = sky130hd
export DESIGN_NAME = SPI_RECEIVER_32BIT
export DESIGN_NICKNAME = SPI_RECEIVER_32BIT
export VERILOG_FILES = /design/flow/design.v
export SDC_FILE = /design/flow/constraint.sdc
export NUM_CORES = 4
export LEC_CHECK = 1
export CORE_UTILIZATION = 30
==> ./constraint.sdc <==
current_design SPI_RECEIVER_32BIT

set clk_period 6.8
set clk_io_pct 0.2

create_clock -name clk0 -period $clk_period [get_ports {i_clk}]

set non_clock_inputs [all_inputs -no_clocks]
set_input_delay [expr $clk_period * $clk_io_pct] -clock clk0 $non_clock_inputs
set_output_delay [expr $clk_period * $clk_io_pct] -clock clk0 [all_outputs]
==> Changelog: implementation <==
### Changed

* Status: finished clean
* TNS Setup at 0 ps
* Port bufs at 37
* Sink Count at 74
* Worst path cell trace: clkdlybuf4s50_1
* Cells after Synth at 184
* Worst Path Buf+Inv at 1
* Worst-margin pin slew at 722.4 ps
* Min Tclk post-route at 2517 ps
* Distinct lib cells at 15
* I/O Pins at 38
* Late-Pin Clk Latency at 340 ps
* Die Ht at 94.04 µm
* PD cells at 273.2 mW/mm²
* CP peak stage delay at 470 ps
* Startpoint class of the critical path: register
* Final Wtd Congestion at 0.6964
* Via count at 1398
* Clk slew on worst S/H paths at 70 ps
* GR Overflow Total at 0
* Ys cells at 184
* Worst rel slew slack at 51.84%
* Antenna diodes at 0
* Critical Path Sink Type: output pin
* HP Class: register to register
* CTS root buf: clkbuf_8
* H-tree depth at 3
* Critical path arrival at 1160 ps
* Synthesis-to-layout area growth at 23.83%
* Sequential fraction of the synthesis area at 72.97%
* Combinational Area at 594.3 µm²
* Die X at 94.04 µm
* Tally of OpenROAD warnings at 25
* Finish-stage setup viols at 0
* Die ar. at 0.008843 mm²
* Synthesized cell area at 0.002541 mm²
* Largest net degree at the start of global routing at 75
* Cts hold-fix bufs at 0
* Worst vdd ir at 0.0001381 V
* CP max-delay cell: clkdlybuf4s50_1
* Final setup skew at 8.087 ps
* Final worst slack at 4283 ps
* Initial Util at 30.93%
* Residual DRC count at 0
* Worst Setup Path Type: register to output pin
* TritonCTS Buffers at 9
* Setup WS pre-CTS at 4415 ps
* CTS tree: done
* Fin crit share at 37.01%
* RSZ-0062 raised after global routing: no
* Layout cell share with drive strength beyond 1 at 10.92%
* Fill count at 776
* First-pass GRT wire length at 6444 µm
* Synth warn at 1
* Detailed Route WL at 3789 µm
* Post-CTS Setup Repair Bufs at 0
* Pre-antenna DRT Iters at 4
* Initial DRC count at 37
* Final hold viol count at 0
* Number of global-route vias before repair at 1357
* Cell family with most CP delay: buffers and inverters
* # resized after CTS at 0
* Post-DR vias/cell at 4.186
* Detail Route Antenna Nets at 0
* Slew Limit Fails at 0
* Mean area per synthesized cell at 13.81 µm²
* WL/cell at 11.34 µm
* Max clock buf depth at 2
* Leak at 1.138 nW
* Worst Path Max Fanout at 2
* Synthesis area per yosys at 0.002541 mm²
* Max Freq at 397.4 MHz
* Seq. cell area at 0.001854 mm²
* Total track usage at 9.841%
* Rows at 33
* Max Cap Viol at 0
* Ys flops at 74
* CP required at 5440 ps
* Antenna violations before repair at 0
* DPL Wire Length at 2145 µm
* Core Region at 0.008217 mm²
-- path summary, 6_finish.rpt --
kind	startpoint	endpoint	slack [ps]	cells past startpoint
max	o_data[2]	o_data[2]	4280	1
min	buf_dat[0]	buf_dat[1]	350	0
max reg2reg	buf_ena[1]	o_data[0]	5060	3
min reg2reg	buf_dat[0]	buf_dat[1]	350	0
max in group asynchronous	i_rst_n	buf_dat[2]	5190	2
min in group asynchronous	i_rst_n	buf_dat[0]	1150	2
-- cell families after synthesis --
family        count (synthesis)  synth area share, %
simple gates                 67                10.39
flops                        74                72.97
buf+inv                      11                4.037
mux                          32                12.60
-- sequential cells by signal, indices dropped and copies added, names as in the netlist --
register	flops
o_data	32
buf_ena	3
o_valid	1
buf_dat	3
rsv_data	32
buf_clk	3
-- metal layers --
layer / vias up / wire length [µm] / global-route usage (%)
met2: 41 / 1649 / 14.29
met5: - / 0 / 0
li1: 693 / - / -
met3: 7 / 252 / 4.362
met1: 657 / 1829 / 14.30
met4: 0 / 59 / 1.795
-- through the flow --
step	hold slack (ps)	util [%]	std cells	total power, mW	cell area (µm²)
2_1_floorplan	331.2	-	184	0.5318	2541
3_3_place_gp	333.9	36.12	318	0.5557	2968
3_5_place_dp	336.4	36.12	318	0.5562	2968
4_1_cts	352.4	38.30	334	0.8736	3147
5_1_grt	362.4	38.30	334	0.9048	3147
6_report	350.9	38.30	334	0.8598	3147
-- power breakdown --
group / internal, mW / total (mW) / switching [mW]
registers: 0.488 / 0.498 / 0.0101
logic: 0.0275 / 0.0477 / 0.0202
clock network: 0.169 / 0.314 / 0.145
total: 0.684 / 0.860 / 0.176
-- final cells by class --
class,count,share of cell area (%)
sequential,74,58.93
multi-input combinational,99,18.89
timing repair buffer,40,12.33
clock buffer,13,4.414
tap,105,4.175
clock inverter,3,1.272
-- synth_stat cells --
master | count | share of area, %
clkbuf_1 | 1 | 0.15
buf_2 | 5 | 0.98
nor2b_2 | 1 | 0.34
edfxtp_1 | 32 | 38
dfxtp_1 | 33 | 26
buf_8 | 1 | 0.59
dfstp_2 | 6 | 6.2
buf_6 | 1 | 0.44
nand2_1 | 64 | 9.5
buf_12 | 2 | 1.6
nor3b_1 | 1 | 0.30
buf_4 | 1 | 0.30
dfrtp_1 | 3 | 3.0
and2_2 | 1 | 0.30
mux2i_1 | 32 | 13
-- placed cells by master (no fill, tap or decap), types with 2 or more instances in the layout --
| cell type | count |
|---|---|
| nand2_1 | 64 |
| clkdlybuf4s50_1 | 36 |
| dfxtp_1 | 33 |
| mux2i_1 | 32 |
| edfxtp_1 | 32 |
| clkbuf_8 | 9 |
| dfstp_2 | 6 |
| clkbuf_1 | 4 |
| dfrtp_1 | 3 |
| buf_4 | 3 |
| clkinv_2 | 2 |
Power figures rest on the tool's default switching activity, not on a simulated workload.
